==> design/flow/run.sh <==
#!/bin/bash
# OpenROAD 26Q1-2900-gdf79404cd8, Yosys 0.63+post, stock flow scripts
make -C /OpenROAD-flow-scripts/flow DESIGN_CONFIG=/design/flow/config.mk WORK_HOME=/design/flow/orfs finish
==> design/flow/config.mk <==
export PLATFORM = sky130hd
export DESIGN_NAME = execute
export DESIGN_NICKNAME = execute
export VERILOG_FILES = /design/flow/design.v
export SDC_FILE = /design/flow/constraint.sdc
export NUM_CORES = 4
export LEC_CHECK = 1
export CORE_UTILIZATION = 50
==> design/flow/constraint.sdc <==
current_design execute

set clk_period 17.6
set clk_io_pct 0.2

create_clock -name clk0 -period $clk_period

set non_clock_inputs [all_inputs -no_clocks]
set_input_delay [expr $clk_period * $clk_io_pct] -clock clk0 $non_clock_inputs
set_output_delay [expr $clk_period * $clk_io_pct] -clock clk0 [all_outputs]
==> design/flow/design.v <==
parameter address = 12;
parameter width = 32;
parameter  width_alu = 4; 
parameter  depth  = 512;
typedef enum logic [6:0]{
      R_TYPE = 7'b0110011,  
      I_TYPE = 7'b0010011,   
      S_TYPE = 7'b0100011,  
      B_TYPE = 7'b1100011,
       LOAD  = 7'b0000011,
	    LUI  = 7'b0110111,
	   AUIPC = 7'b0010111,  	    
         JAL = 7'b1101111,
	    JALR = 7'b1100111,
        CSR  = 7'b1110011    
  }type_opcode_e ;
typedef enum logic [3:0] {
    ADD  = 4'b0000,  
    SUB  = 4'b0001,  
    SRA  = 4'b0010,  
    SRL  = 4'b0011,  
    SLL  = 4'b0100,  
    AND  = 4'b0101,  
    OR   = 4'b0110,  
    XOR  = 4'b0111,  
    SLT  = 4'b1000,  
    SLTU = 4'b1001,  
    UPPER = 4'b1010
} alu_op_e;
typedef enum logic [2:0] {
    LB  = 3'b000,
    LH  = 3'b001,
	LW  = 3'b010,
	LBU = 3'b100,
	LHU = 3'b101
} load_op_e;
typedef enum logic [2:0] {
    SB  = 3'b000,
    SH  = 3'b001,
    SW  = 3'b010
} store_op_e;
typedef enum logic [2:0] {
    BEQ  = 3'b000,
	BNE  = 3'b001,
	BLT  = 3'b100,
	BGE  = 3'b101,
	BLTU = 3'b110,
	BGEU = 3'b111
} branch_op_e;
typedef enum logic [31:0] {
    UART_TX_DATA_REG        = 32'h8000_0000,
    UART_BAUD_REG           = 32'h8000_0004,
    UART_CTRL_REG           = 32'h8000_0008,
    UART_RX_DATA_REG        = 32'h8000_000C,
    UART_INTERRUPT_EN_REG   = 32'h8000_0010,
    UART_INTERRUPT_PEN_REG  = 32'h8000_0014
} uart_registers_e;
module execute(
    input logic         [width-1:0]rdata1,rdata2,pc_out,imm_out,instruction,
    input logic         rs1_sel,rs2_sel ,
    input logic         [width_alu-1:0]alu_op,   
    output logic        [width-1:0]alu_out,
    output logic        branch_taken
);
logic [width-1:0]muxrs1_out,muxrs2_out;
reg_mux21 MUX_RS1 (.a(rdata1),.b(pc_out),.sel(rs1_sel),.out(muxrs1_out));
reg_mux21 MUX_RS2 (.a(rdata2),.b(imm_out),.sel(rs2_sel),.out(muxrs2_out));
alu alu(.operand_a(muxrs1_out),.operand_b(muxrs2_out),.alu_op(alu_op),.result(alu_out));
branch_comp BR_COM(.rdata1(rdata1),.rdata2(rdata2),.instruction(instruction), .branch_taken(branch_taken));
endmodule
module alu (
input logic [width-1:0]operand_a,operand_b,
input logic [width_alu-1:0]alu_op,
output logic [width-1:0]result 
 );
 alu_op_e operation; 
always_comb begin
    case (alu_op)
        ADD: result = operand_a + operand_b;
        SUB: result = operand_a - operand_b;
        SRA: result = operand_a >> operand_b;
        SRL: result = operand_a >>> operand_b;
        SLL: result = operand_a << operand_b;
        AND: result = operand_a & operand_b;
        OR: result = operand_a | operand_b;
        XOR: result = operand_a ^ operand_b;
        SLT: result = (operand_a < operand_b) ? 1 : 0;
        SLTU: result = (operand_a < operand_b) ? 1 : 0;  
        UPPER : result = operand_b;
        default: result = 0;  
    endcase
end
endmodule
module reg_mux21 
(
input logic [width -1 :0]a,b,
input logic sel,
output logic [width-1:0]out
);
always @(a,b,sel)begin
  case(sel)
    1'b0 :  out = a ;
    1'b1 :  out = b ;
    default : out = 'h0;
    endcase      
end
endmodule
module branch_comp(
input logic [width-1:0]rdata1,rdata2,instruction,
output logic branch_taken 
    );
 logic [6:0]opcode;
 logic [2:0]func3;  
 logic cmp_not_zero, cmp_overflow;
 logic [31:0] cmp_neg;
 logic [32:0] cmp_output; 
 assign opcode = instruction[6:0];
 assign func3 = instruction[14:12];
 assign cmp_output = {rdata1}-{rdata2};
 assign cmp_not_zero = |cmp_output[31:0];
 assign cmp_neg = cmp_output[31];
 assign cmp_overflow = (cmp_neg & ~rdata1[31] & rdata2[31])|(~cmp_neg & rdata1[31] & ~rdata2[31]);   
 always_comb begin
        case(opcode)
            B_TYPE:begin
                case(func3)
                    BEQ : branch_taken = ~(cmp_not_zero);
                    BNE : branch_taken = cmp_not_zero;
                    BLT : branch_taken = (cmp_neg ^ cmp_overflow);
                    BLTU: branch_taken = cmp_output[32];
                    BGE : branch_taken = ~(cmp_neg ^ cmp_overflow);
                    BGEU: branch_taken = ~cmp_output[32];
                default : branch_taken = 1'h0;
                endcase 
            end
            JAL:begin branch_taken = 1'h1; end
            JALR:begin branch_taken = 1'h1; end
        default: branch_taken = 1'h0;            
        endcase
        end            
endmodule
==> results.toml <==
# synthesis and place-and-route metrics
[final_timing]
max_clock_freq_mhz = 72.37
finalCritPeriodShare_pct = 78.51
tightestPinTransition_ns = 0.8783
fin_crit_ns = 13.82
fin_setup_tns_ns = 0
rsz0062_at_grt = "false"
headroom_to_the_max_slew_limit_pct = 39.77
final_setup_vio_count = 0
timing.final.hold_violations = 0
report.final.slew_viol_count = 0

[synth]
post-synth-top-area-cell = "sky130_fd_sc_hd__ha_1"
yosysMostFrequentCell = "sky130_fd_sc_hd__nand2_1"
ys_warn_count = 3
mappedNetlistArea_mm2 = 0.01073
yosys-top-cells-area = "sky130_fd_sc_hd__ha_1 (15%), sky130_fd_sc_hd__nand2_1 (8.2%), sky130_fd_sc_hd__o21ai_0 (7.9%), sky130_fd_sc_hd__a21oi_1 (7.0%), sky130_fd_sc_hd__nor2_1 (5.7%)"
common_cells = "sky130_fd_sc_hd__nand2_1 (235), sky130_fd_sc_hd__o21ai_0 (169), sky130_fd_sc_hd__nor2_1 (162), sky130_fd_sc_hd__a21oi_1 (151), sky130_fd_sc_hd__inv_1 (137)"
yosysTopAreaCellShare_pct = 14.93
postSynthSeqShare_pct = 0
postSynthCellCount = 1773
synth_stat.cells = 1773
yosys_area_mm2 = 0.01073
post_synth_num_cell_types = 79
postSynthAreaPerCell_um2 = 6.050

[die]
die_area_mm2 = 0.02204
core-area_mm2 = 0.02102
die_width_um = 148.5
die_y_um = 148.5
fp-utilization_pct = 51.03
num_io_pins = 199
floorplan.rows = 53

[routing]
dr.first_iter.drc_count = 1710
post-route-drc-count = 0
detail_route.vias_per_cell = 6.689
antennaDiodeCount = 0
number_of_vias_in_the_routed_layout = 14230
routedWlPerCell_um = 23.59
firstDrtPassIters = 8
routed_wl_um = 50210
postRouteAntennaNets = 0

[critical_path]
worstPathBufferInverterCount = 3
setup.worst_path.class = "in2out"
timing.critical_path.to_type = "output pin"
timing.critical_path.required_ns = 14.08
crit_top_cell = "sky130_fd_sc_hd__nand2_1"
slowest_delay_ns = 0.52
worst_path_dominant_cell_family = "simple AND/OR/NAND/NOR gates"
crit_slowest_cell = "sky130_fd_sc_hd__fa_1"
worst_ep_arrival_time_ns = 10.30
critical_path.max_fanout = 10
crit_path_start_kind = "input port"

[final_layout]
ff_latch_area_um2 = 0
n_clock_buffer = 0
postLayoutCoreUtil_pct = 59.76
ff_count = 0
final_layout_size_suffix_gt1_share_pct = 3.508
syn2layout_area_growth_pct = 17.12

[run]
max_cap_viol_count = 0
warnings = 119

[hold_path]
hold_path.startpoint = "instruction[2]"
min_delay_worst_endpoint = "branch_taken"
hold-path-cell-count = 5
hold_path_class = "in2out"

[placed_design]
count_of_buffers_inserted_at_the_top_level_ports = 177
placed_wire_length_estimate_um = 39760
routabilityCongestion = 1.101

[global_routing]
remaining_global_route_overflow = 0
grt_start_max_net_pins = 73
first_pass_grt_wire_length_um = 75310
antenna_found_initial = 1
grt_util_all_layers_pct = 45.45
vias_in_the_first_global_route = 12750

[cts]
cts_hold_repair.buffers = 0
postCtsSetupRepairBufs = 0
postCtsResizedCells = 0

[pwr]
powerDensity_mw_per_mm2 = 38.75
vdd_ir_drop_max_v = 0.00002094
power.static_leakage_uw = 0.005207

[run_status]
run_status = "complete, no violations"
[how the worst max path moves through the flow]
stage         depth (start not counted)  startpoint      endpoint
finish                               25  rdata2[17]  branch_taken
CTS                                  25  rdata2[16]  branch_taken
global route                         25   rdata2[1]  branch_taken
[layout by cell type, fill, tap and decap left out, types with 7 or more instances in the layout]
master | Yosys | routed
sky130_fd_sc_hd__a211oi_1 | 25 | 25
sky130_fd_sc_hd__a21o_1 | 18 | 18
sky130_fd_sc_hd__a21oi_1 | 151 | 151
sky130_fd_sc_hd__a221o_1 | 10 | 10
sky130_fd_sc_hd__a221oi_1 | 23 | 23
sky130_fd_sc_hd__a31oi_1 | 23 | 23
sky130_fd_sc_hd__and3_1 | 9 | 9
sky130_fd_sc_hd__buf_4 | 0 | 27
sky130_fd_sc_hd__clkdlybuf4s50_1 | 0 | 175
sky130_fd_sc_hd__ha_1 | 128 | 128
sky130_fd_sc_hd__inv_1 | 137 | 137
sky130_fd_sc_hd__mux2_2 | 9 | 9
sky130_fd_sc_hd__mux2i_1 | 55 | 54
sky130_fd_sc_hd__nand2_1 | 235 | 235
sky130_fd_sc_hd__nand2b_1 | 12 | 12
sky130_fd_sc_hd__nand3_1 | 57 | 57
sky130_fd_sc_hd__nand4_1 | 17 | 17
sky130_fd_sc_hd__nor2_1 | 162 | 161
sky130_fd_sc_hd__nor2b_1 | 9 | 9
sky130_fd_sc_hd__nor3_1 | 52 | 52
sky130_fd_sc_hd__nor4_1 | 21 | 21
sky130_fd_sc_hd__o2111ai_1 | 8 | 8
sky130_fd_sc_hd__o211ai_1 | 41 | 41
sky130_fd_sc_hd__o21a_1 | 15 | 14
sky130_fd_sc_hd__o21ai_0 | 169 | 169
sky130_fd_sc_hd__o21bai_1 | 17 | 17
sky130_fd_sc_hd__o221ai_1 | 15 | 15
sky130_fd_sc_hd__o22ai_1 | 40 | 40
sky130_fd_sc_hd__o311ai_0 | 7 | 7
sky130_fd_sc_hd__o31ai_1 | 11 | 11
sky130_fd_sc_hd__or3_1 | 14 | 14
sky130_fd_sc_hd__xnor2_1 | 35 | 35
sky130_fd_sc_hd__xor2_1 | 10 | 10
[area by class of cell]
class / count / area (um^2)
repair buffers: 204 / 1964
inverters: 140 / 525.5
well taps: 275 / 344.1
fillers: 2028 / 8458
multi-input cells: 1509 / 9729
[layer usage]
layer | routed length [um] | track usage [%] | share of wire, %
met5 | 14 | 0 | 0.028
met4 | 3108 | 22.84 | 6.2
met3 | 5821 | 8.858 | 12
met2 | 20900 | 68.06 | 42
met1 | 20360 | 61.95 | 41
[tightest hold or removal path: stages]
cell and delay, ns:
sky130_fd_sc_hd__clkdlybuf4s50_1 0.45, sky130_fd_sc_hd__o21bai_1 0.09, sky130_fd_sc_hd__a2bb2oi_1 0.06, sky130_fd_sc_hd__nand2_1 0.05
sky130_fd_sc_hd__clkdlybuf4s50_1 0.47
[where the power goes]
group	total, uW	switching, uW	internal, uW
logic	487	303	184
registers	0	0	0
clock network	0	0	0
[cells by family after synthesis]
group / Yosys count / synth area share [%]
buffers and inverters: 264 / 9.448
AOI/OAI and AO/OA: 651 / 39.20
and+or+nand+nor: 617 / 25.92
xor gates and xnor gates: 45 / 3.674
adders and majority gates: 132 / 15.68
muxes: 64 / 6.077
[per-stage QoR]
stage	cell area, um^2	std cells	setup WS [ns]	power, uW	hold slack, ns
6_report	12560	2128	3.782	486.8	8.157
5_1_grt	12560	2128	3.472	522.6	8.195
4_1_cts	12560	2128	3.909	470.7	8.162
3_5_place_dp	12560	2128	3.946	467.4	8.162
3_3_place_gp	12560	2128	3.882	466.9	8.165
2_1_floorplan	10730	1773	6.152	302.9	7.173
No activity file was given, so power comes from the tool's default toggle rates.
