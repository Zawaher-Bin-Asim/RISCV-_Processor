### flow/run.sh
#!/bin/bash
# OpenROAD 26Q1-2900-gdf79404cd8, Yosys 0.63+post, stock flow scripts
make -C /OpenROAD-flow-scripts/flow DESIGN_CONFIG=/design/flow/config.mk WORK_HOME=/design/flow/orfs finish
### flow/config.mk
export PLATFORM = sky130hd
export DESIGN_NAME = forwarding_mux
export DESIGN_NICKNAME = forwarding_mux
export VERILOG_FILES = /design/flow/design.v
export SDC_FILE = /design/flow/constraint.sdc
export NUM_CORES = 4
export LEC_CHECK = 1
export CORE_AREA = 10 10 76 76
export DIE_AREA = 0 0 86 86
### flow/constraint.sdc
current_design forwarding_mux

set clk_period 4.6
set clk_io_pct 0.2

create_clock -name clk0 -period $clk_period

set non_clock_inputs [all_inputs -no_clocks]
set_input_delay [expr $clk_period * $clk_io_pct] -clock clk0 $non_clock_inputs
set_output_delay [expr $clk_period * $clk_io_pct] -clock clk0 [all_outputs]
### flow/design.v
parameter address = 12;
parameter width = 32;
parameter  width_alu = 4; 
parameter  depth  = 512;
typedef enum logic [6:0]{
      R_TYPE = 7'b0110011,  
      I_TYPE = 7'b0010011,   
      S_TYPE = 7'b0100011,  
      B_TYPE = 7'b1100011,
       LOAD  = 7'b0000011,
	    LUI  = 7'b0110111,
	   AUIPC = 7'b0010111,  	    
         JAL = 7'b1101111,
	    JALR = 7'b1100111,
        CSR  = 7'b1110011    
  }type_opcode_e ;
typedef enum logic [3:0] {
    ADD  = 4'b0000,  
    SUB  = 4'b0001,  
    SRA  = 4'b0010,  
    SRL  = 4'b0011,  
    SLL  = 4'b0100,  
    AND  = 4'b0101,  
    OR   = 4'b0110,  
    XOR  = 4'b0111,  
    SLT  = 4'b1000,  
    SLTU = 4'b1001,  
    UPPER = 4'b1010
} alu_op_e;
typedef enum logic [2:0] {
    LB  = 3'b000,
    LH  = 3'b001,
	LW  = 3'b010,
	LBU = 3'b100,
	LHU = 3'b101
} load_op_e;
typedef enum logic [2:0] {
    SB  = 3'b000,
    SH  = 3'b001,
    SW  = 3'b010
} store_op_e;
typedef enum logic [2:0] {
    BEQ  = 3'b000,
	BNE  = 3'b001,
	BLT  = 3'b100,
	BGE  = 3'b101,
	BLTU = 3'b110,
	BGEU = 3'b111
} branch_op_e;
typedef enum logic [31:0] {
    UART_TX_DATA_REG        = 32'h8000_0000,
    UART_BAUD_REG           = 32'h8000_0004,
    UART_CTRL_REG           = 32'h8000_0008,
    UART_RX_DATA_REG        = 32'h8000_000C,
    UART_INTERRUPT_EN_REG   = 32'h8000_0010,
    UART_INTERRUPT_PEN_REG  = 32'h8000_0014
} uart_registers_e;
module forwarding_mux (
  input logic  [width-1:0]mem,wb,in,
  input logic [1:0]sel,
  output logic [width-1:0] out
);
always_comb begin 
    case (sel)
		2'b10	: out = mem;
		2'b01	: out = wb;
		2'b00	: out = in;
			default: out = 'h0;
		endcase
	end
endmodule
==> out/qor.rpt <==
DETAILED ROUTING
----------------------------------------------------------------------------------------
1st-pass router iterations                                                             3
Number of diodes                                                                       0
Vias per inst                                                                       4.41
DRC Markers                                                                            0
Post-detailed-route count of antenna-violating nets                                    0
Routed length per instance                                                       18.3 µm
Vias                                                                                1093
1st-iter DRT viols                                                                    17
Final routed wirelength across all metal layers                                  4.53 mm

SETUP PATH
----------------------------------------------------------------------------------------
Stage delay of the slowest cell on the critical path                             0.48 ns
Most used cell along the critical path                                      clkdlybuf4s50_1
Crit start category                                                         primary input
Crit path capture type                                                      primary output
Critical Path Fanout Max                                                              23
Arrival time worst endpoint                                                      2.79 ns
Required @ worst endpoint                                                        3.68 ns
Number of buffers and inverters on the critical path                                   3
Category of cells accounting for the largest share of critical-path delay   buffers and inverters
Worst-path cell with the longest stage delay                                clkdlybuf4s50_1
Sequence of cells on the critical path                                      clkdlybuf4s50_1 -> nor2b_4 -> buf_4 -> o2bb2ai_2 -> clkdlybuf4s50_1
Setup Crit Path Kind                                                           in -> out

FLOORPLANNING
----------------------------------------------------------------------------------------
X dimension of the die                                                             86 µm
Core region area                                                             0.00412 mm²
Overall chip area                                                            0.00740 mm²
IO Pins                                                                              130
Floorplan core density                                                             19.1%
Std-Cell Rows                                                                         23
Die height                                                                         86 µm

STA
----------------------------------------------------------------------------------------
Max_slew headroom                                                                  64.5%
Top achievable clock speed                                                       270 MHz
Period minus WS final                                                            3.71 ns
Pins over their slew limit                                                             0
Setup violators final                                                                  0
TNS Setup                                                                           0 ns
RSZ-0062 raised after global routing                                                  no
Worst Tran Pin Value                                                            0.531 ns
Hold violation total from the final report                                             0
Final period util                                                                  80.6%

POWER AND IR DROP
----------------------------------------------------------------------------------------
Reported leakage power                                                          0.785 nW
Power per standard cell area                                                 89.9 mW/mm²
Worst voltage drop across the vdd grid                                         0.0547 mV
Post-layout power                                                                 185 µW

GLOBAL ROUTING
----------------------------------------------------------------------------------------
Total global routing overflow                                                          0
Vias in the first global route                                                      1197
Global-route wire length before repair                                           6.53 mm
Largest net degree at the start of global routing                                     33
Antenna violations before repair                                                       0
GRT Overall Usage                                                                  10.7%

CTS
----------------------------------------------------------------------------------------
Total setup buffers inserted after CTS                                                 0
Count of instances resized after the clock tree is built                               0
Number of hold-repair buffers added at the cts stage                                   0

PLACE
----------------------------------------------------------------------------------------
Count of port buffers added during placement                                         130
DP HPWL                                                                          4.02 mm
Dpl cells                                                                            248
Weighted congestion reported at the end of routability-driven placement            0.781

LOGIC SYNTHESIS
----------------------------------------------------------------------------------------
Cells after synthesis                                                                 77
Mean instance size in the synthesized netlist                                   10.2 µm²
Yosys Warn Count                                                                       1
Register share after synthesis                                                        0%
Post-Synthesis Cell Area                                                         787 µm²
Unique cell types                                                                      8
Cell count listed in synth_stat.txt                                                   77
Chip area in the Yosys report                                                    787 µm²

FLOW RUN
----------------------------------------------------------------------------------------
Log Warnings                                                                          32
Total of max-cap violations                                                            0

CELLS AND AREA
----------------------------------------------------------------------------------------
Synthesis-to-finish area growth                                                     162%
Number of standard cells in the layout, taps in and fillers out                      248
FF+latch count                                                                         0
Number of clock buffer instances in the layout                                         0
Proportion of layout cells with a drive suffix above 1                             7.58%
Seq. cell area                                                                     0 µm²

RUN STATUS
----------------------------------------------------------------------------------------
Result of the run                                                           finished clean

HOLD PATH
----------------------------------------------------------------------------------------
HP Class                                                                       in -> out

-- cell usage after synthesis, drive strengths merged --
cell type,number,share of area [%]
nor2b,1,1.7
mux2i,32,41
clkbuf,2,0.95
buf,10,13
o2bb2ai,32,44
-- final timing paths --
kind / slack, ns / cells after the start / from / endpoint
setup / recovery: 0.89 / 5 / sel[1] / out[2]
hold / removal: 2.74 / 4 / sel[0] / out[15]
-- metrics by stage --
stage | hold slack (ns) | utilization (%) | instance area, µm² | setup WS (ns)
final | 2.74 | 50.0 | 2060 | 0.891
after global placement | 2.74 | 50.0 | 2060 | 0.890
after CTS | 2.75 | 50.0 | 2060 | 0.860
after floorplan | 1.90 | - | 787 | 2.16
after global routing | 2.77 | 50.0 | 2060 | 0.790
after detailed placement | 2.75 | 50.0 | 2060 | 0.860
-- logic make-up (layout without fill, tap and decap cells) --
logic type	Yosys count	in the layout	share of synthesized area, %
buffers and inverters	12	133	14.0
muxes	32	32	40.7
and+or+nand+nor	1	1	1.75
AOI/OAI and AO/OA	32	32	43.6
-- routing by layer --
| metal | part of all wire, % | GRT usage [%] | vias up |
|---|---|---|---|
| met3 | 11 | 4.48 | 2 |
| li1 | - | - | 560 |
| met5 | 0 | 0 | - |
| met1 | 35 | 10.6 | 469 |
| met4 | 0.62 | 0.749 | 0 |
| met2 | 53 | 20.9 | 62 |
-- final cells by class --
| type | count | area [µm²] |
|---|---|---|
| Fill cell | 387 | 2060 |
| Timing Repair Buffer | 133 | 1320 |
| Multi-Input combinational cell | 65 | 677 |
| Tap cell | 50 | 62.6 |
-- layout by cell type (no fill, tap or decap) --
master,n
buf_4,3
o2bb2ai_2,10
o2bb2ai_1,22
mux2i_1,32
buf_2,1
nor2b_4,1
clkdlybuf4s50_1,129
-- where the power goes --
group,leakage [nW],internal [mW],switching (mW)
clock,0,0,0
sequential,0,0,0
combinational,0.785,0.137,0.0476
total,0.785,0.137,0.0476
Power figures rest on the tool's default switching activity, not on a simulated workload.
